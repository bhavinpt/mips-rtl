<file path="/design/flow/design.v">
module clock_divider #
  (parameter N_pow = 23)
  (input clk_in, input reset,
   output reg clk_out,
   output reg reset_out
  );
  reg [(N_pow-2):0] counter = 0;
  reg [1:0] reset_fwd_done = 0;
  initial  begin
  end
  always @(posedge clk_in) begin
    if(reset) begin
    	counter <= 0;
        clk_out <= 0;
        reset_fwd_done <= 3;
        reset_out <= 0;
    end
    else begin
      if (counter == 0) begin
        if(reset_fwd_done != 0) begin
          reset_fwd_done <= reset_fwd_done - 1;
          reset_out <= 1;
        end
        else begin
          reset_out <= 0;
        end
        clk_out <= ~clk_out;
      end
      counter <= counter + 1;
    end
  end
endmodule
</file>
<file path="/design/flow/run.sh">
#!/bin/bash
# OpenROAD 26Q1-2900-gdf79404cd8, Yosys 0.63+post, stock flow scripts
make -C /OpenROAD-flow-scripts/flow DESIGN_CONFIG=/design/flow/config.mk WORK_HOME=/design/flow/orfs finish
</file>
<file path="/design/flow/config.mk">
export PLATFORM = sky130hd
export DESIGN_NAME = clock_divider
export DESIGN_NICKNAME = clock_divider
export VERILOG_FILES = /design/flow/design.v
export SDC_FILE = /design/flow/constraint.sdc
export NUM_CORES = 4
export LEC_CHECK = 1
export CORE_AREA = 10 10 109 109
export DIE_AREA = 0 0 119 119
</file>
<file path="/design/flow/constraint.sdc">
current_design clock_divider

set clk_period 5.0
set clk_io_pct 0.2

create_clock -name clk0 -period $clk_period [get_ports {clk_in}]

set non_clock_inputs [all_inputs -no_clocks]
set_input_delay [expr $clk_period * $clk_io_pct] -clock clk0 $non_clock_inputs
set_output_delay [expr $clk_period * $clk_io_pct] -clock clk0 [all_outputs]
</file>
==> out/metrics.yaml <==
status:
  outcome: "completed"
route:
  wl_per_cell_um: 7.975
  antennaDiodeCount: 0
  routed_wl_um: 2193
  drc_errors: 0
  first_pass_iters: 4
  drtIter0Drc: 38
  vias_per_cell: 3.516
  drtAntennaViolNets: 0
  vias: 967
pwr:
  totalPowerFinal_uw: 364.8
  powerDensity_mw_per_mm2: 249.0
  irDropWorstVdd_v: 0.00007629
  p_leak_nw: 0.5131
cts:
  clock-root-buffer: "clkbuf_8"
  clockBufferDepth: 2
  post_cts_buffers: 0
  clk_pin_slew_ns: 0.09
  cts_resized: 0
  ctsHoldBuffers: 0
  cts_tree: "yes"
  htree_levels: 1
  cts_buffers: 3
  clock-sinks: 26
  clkLatencyLatePin_ns: 0.27
timing:
  skew_ns: 0.006828
  min_period_ns: 2.114
  finalSetupViolations: 0
  post-route-period-util: 0.4229
  relSlewSlack: 0.7415
  max_freq_mhz: 473.0
  max_slew.worst_pin.slew_ns: 0.3849
  final.setup.tns_ns: 0
  final_hold_viol_count: 0
  rsz0062_at_grt: "false"
  slew_violations: 0
setup_path:
  slowest_delay_ns: 0.50
  crit_buf_inv: 1
  critPathLaunchType: "flop"
  worstPathMaxFanout: 3
  worstPathCellList: "clkdlybuf4s50_1"
  path_class: "reg2out"
  critPathTopFamily: "buffers and inverters"
  crit_slowest_cell: "clkdlybuf4s50_1"
  r2r_slack_ns: 3.18
  cp.arrival_ns: 1.11
  end_kind: "output pin"
  required_ns: 4.00
place:
  portBuffers: 3
  routabilityCongestion: 0.7889
  dp_hpwl_um: 1559
  place_area_mm2: 0.001424
  dp_cells: 272
floorplan:
  initial_core_util: 0.1289
  fp.dieH_um: 119
  die_area_mm2: 0.01416
  rows: 36
  core_mm2: 0.009639
  ios: 4
  die_w_um: 119
final_layout:
  area_growth_pct: 17.93
  fin_util: 0.1520
  fin_cells: 275
  lay_top_cells: "26 x dfxtp_1, 17 x nor2_1, 11 x nand3_1"
  fillCellCount: 1097
  lay_top_count: "dfxtp_1"
  drive_gt1_frac: 0.08451
  mi_logic_area_um2: 673.1
  seqCellArea_um2: 520.5
  fin_area_mm2: 0.001465
global_route:
  gr-total-overflow: 0
  grt_pass1_vias: 893
  gr-usage-all-layers: 0.03130
  grt_max_degree: 28
  antenna_found_initial: 0
  grt_pass1_wl_um: 3898
synthesis:
  netlist_instances: 139
  synth_area_mm2: 0.001242
  numSynthFlops: 26
  synthDistinctLibCells: 30
  yosys-stat-area_mm2: 0.001242
  synth_stat.cells: 139
  ys_warn_count: 1
  syn_area_per_cell_um2: 8.938
  synth_seq_share: 0.4189
job:
  drv_cap: 0
  warning_count: 26
min_path:
  hp-class: "reg2reg"
per-layer routing:
layer	up-vias	track usage	routed length, µm
li1	512	-	-
met1	446	0.04244	1206
met2	9	0.05014	907
met3	0	0.01055	78
met4	0	0.0007634	0
met5	-	0	0
power breakdown:
part	total, mW	switching, mW	leakage, nW	internal (mW)
clock network	0.116	0.0618	0.0216	0.0539
registers	0.219	0.00509	0.211	0.214
logic	0.0301	0.0146	0.281	0.0155
final timing paths:
kind,start,end,cells past startpoint
min,reset_out$_SDFFE_PP0N_,reset_out$_SDFFE_PP0N_,2
max reg2reg,counter[0]$_SDFF_PP0_,counter[20]$_SDFF_PP0_,5
min reg2reg,reset_out$_SDFFE_PP0N_,reset_out$_SDFFE_PP0N_,2
max,clk_out$_SDFFE_PP0N_,clk_out,1
cells by family (layout without fill, tap and decap cells):
group / after synthesis / count (layout) / synth area share
multiplexers: 2 / 2 / 0.01813
flip-flops: 26 / 26 / 0.4189
AND-OR/OR-AND: 19 / 19 / 0.09266
buffers and inverters: 11 / 14 / 0.03927
adder cells (fa/ha/maj): 3 / 3 / 0.03021
AND/OR/NAND/NOR: 66 / 66 / 0.3162
XOR/XNOR: 12 / 12 / 0.08459
metrics by stage:
step / hold slack (ns) / setup slack (ns)
floorplan: 0.4386 / 3.259
global placement: 0.4663 / 2.714
detailed placement: 0.4728 / 2.710
CTS: 0.4878 / 2.863
global route: 0.5372 / 2.834
finish: 0.4793 / 2.886
registers in the layout (all words and copies together) (netlist names):
name	count
reset_out	1
reset_fwd_done	2
counter	22
clk_out	1
layout make-up:
type                            instances  share of cell area
Inverter                                7             0.01793
Clock buffer                            3             0.02818
Timing Repair Buffer                    4             0.02562
Sequential cell                        26              0.3553
Multi-Input combinational cell        102              0.4594
Tap cell                              133              0.1136
cell usage after synthesis (all sizes together):
master,number,share of area
nand3,11,0.044
or4,5,0.030
nor2b,3,0.015
clkinv,1,0.0030
nor3,2,0.0081
nand4,8,0.052
mux2,2,0.018
inv,6,0.018
o31ai,5,0.030
a21oi,8,0.032
and3,4,0.022
o31a,1,0.0071
xor2,8,0.056
and4,2,0.016
nor2,17,0.051
clkbuf,3,0.0091
a31o,1,0.0071
or3,3,0.015
ha,3,0.030
buf,1,0.0091
nand2,5,0.015
nor4,4,0.032
nor4b,2,0.014
dfxtp,26,0.42
xnor2,4,0.028
o21ai,4,0.016
No activity file was given, so power comes from the tool's default toggle rates.
