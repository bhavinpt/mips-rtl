[./run.sh]
#!/bin/bash
# OpenROAD 26Q1-2900-gdf79404cd8, Yosys 0.63+post, stock flow scripts
make -C /OpenROAD-flow-scripts/flow DESIGN_CONFIG=/design/flow/config.mk WORK_HOME=/design/flow/orfs finish
[./constraint.sdc]
current_design seg7

set clk_period 4.7
set clk_io_pct 0.2

create_clock -name clk0 -period $clk_period [get_ports {clk}]

set non_clock_inputs [all_inputs -no_clocks]
set_input_delay [expr $clk_period * $clk_io_pct] -clock clk0 $non_clock_inputs
set_output_delay [expr $clk_period * $clk_io_pct] -clock clk0 [all_outputs]
[./config.mk]
export PLATFORM = sky130hd
export DESIGN_NAME = seg7
export DESIGN_NICKNAME = seg7
export VERILOG_FILES = /design/flow/design.v
export SDC_FILE = /design/flow/constraint.sdc
export NUM_CORES = 4
export LEC_CHECK = 1
export CORE_UTILIZATION = 40
[./design.v]
module seg7(input wire clk,
            input wire reset,
            input wire [31:0] data,
            output [6:0] seg,
            output [7:0] an,
            output dp);
    reg [3:0] DIGIT1 = 'hA;
    reg [3:0] DIGIT2 = 'hB;
    reg [3:0] DIGIT3 = 'hC;
    reg [3:0] DIGIT4 = 'hD;
    reg [3:0] DIGIT5 = 'h1;
    reg [3:0] DIGIT6 = 'h2;
    reg [3:0] DIGIT7 = 'h3;
    reg [3:0] DIGIT8 = 'h4;
    initial begin
        $dumpvars(0, seg);
    end
    always @(posedge clk or posedge reset) begin
        if (reset)
        begin
            DIGIT1 <= 'hA;
            DIGIT2 <= 'hB;
            DIGIT3 <= 'hC;
            DIGIT4 <= 'hD;
            DIGIT5 <= 'h1;
            DIGIT6 <= 'h2;
            DIGIT7 <= 'h3;
            DIGIT8 <= 'h4;
        end
        else begin
            DIGIT1 <= data[3:0];
            DIGIT2 <= data[7:4];
            DIGIT3 <= data[11:8];
            DIGIT4 <= data[15:12];
            DIGIT5 <= data[19:16];
            DIGIT6 <= data[23:20];
            DIGIT7 <= data[27:24];
            DIGIT8 <= data[31:28];
        end
    end
    reg [31:0] counter;
    reg [7:0] ring = 8'b0000_0001;
    assign an      = ~ring;
    always @(posedge clk or posedge reset)
    begin
        if (reset)
            counter <= 32'h0000_0000;
        else
            counter <= counter + 1'b1;
    end
    always @(posedge counter[15] or posedge reset)
    begin
        if (reset)
            ring <= 8'b0000_0001;
        else
            ring <= {ring[6:0],ring[7]};
    end
    assign dp = 1'b1;  
    wire [3:0] code = 
    (ring == 8'b00000001) ? DIGIT1 :
    (ring == 8'b00000010) ? DIGIT2 :
    (ring == 8'b00000100) ? DIGIT3 :
    (ring == 8'b00001000) ? DIGIT4 :
    (ring == 8'b00010000) ? DIGIT5 :
    (ring == 8'b00100000) ? DIGIT6 :
    (ring == 8'b01000000) ? DIGIT7 :
    (ring == 8'b10000000) ? DIGIT8 :
    4'h0;
    parameter A = 7'b0000001;
    parameter B = 7'b0000010;
    parameter C = 7'b0000100;
    parameter D = 7'b0001000;
    parameter E = 7'b0010000;
    parameter F = 7'b0100000;
    parameter G = 7'b1000000;
    assign seg = ~seg_out;
    wire [6:0] seg_out = 
    (code == 4'h0) ? A|B|C|D|E|F :
    (code == 4'h1) ? B|C :
    (code == 4'h2) ? A|B|G|E|D :
    (code == 4'h3) ? A|B|C|D|G :
    (code == 4'h4) ? F|B|G|C :
    (code == 4'h5) ? A|F|G|C|D :
    (code == 4'h6) ? A|F|G|C|D|E :
    (code == 4'h7) ? A|B|C :
    (code == 4'h8) ? A|B|C|D|E|F|G :
    (code == 4'h9) ? A|B|C|D|F|G :
    (code == 4'ha) ? A|F|B|G|E|C :
    (code == 4'hb) ? F|G|C|D|E :
    (code == 4'hc) ? G|E|D :
    (code == 4'hd) ? B|C|G|E|D :
    (code == 4'he) ? A|F|G|E|D :
    (code == 4'hf) ? A|F|G|E :
    7'b000_0000;
endmodule
==> run summary <==
Notes on the flow outputs.

- The DRC marker count from the first detailed-route iteration is 103.
- The endpoint with the worst hold slack is counter[0].
- The number of I/O pins reads 50.
- The count of final hold-check violations reads 0.
- At the later pin of the worst-skew pair, clock insertion delay measures 0.30 ns.
- The commonest register cell after synthesis is dfrtp_1.
- The post-layout instance area reads 3154 um2.
- The sort of element at the end of the critical path reads an output pin.
- The OpenROAD report gives the critical path a data arrival time of 3.01 ns.
- Between the synthesized netlist and the finished layout, the area growth was recorded as 26.37%.
- The number of H-tree levels reads 2.
- The cell family with the largest share of critical-path delay is AND-OR/OR-AND gates.
- The total number of warnings across the stage logs reads 25.
- According to the floorplan report, the die height is 81.00 um.
- The timer found 8 register pins that no clock reaches; their paths are not timed.
- The total routing usage reported by global routing is 0.1652.
- The path length in cells of the critical path is 7.
- The total number of placement rows reads 28.
- The count of different cell masters after synthesis reads 55.
- The peak supply drop reads 0.2158 mV.
- The warning count from the yosys run reads 2.
- Setup repair after global routing left no endpoint under its margin.
- The final tally of max-slew violations reads 0.
- The cell area reported after detailed placement is 3017 um2.
- The run reported a max-capacitance violation count of 0.
- The hold-critical path depth is 1.
- The number of buffers created by CTS reads 5.
- The worst hold slack is 0.4592 ns.
- The number of cells on the worst reg-to-reg path is 6.
- Once synthesis finished, the tally of register bits stood at 56.
- Per the GRT congestion report, total overflow comes to 0.
- The number of global-route vias before repair is 1,584.
- The clock network fraction of total power is 0.430.
- The overall die width reads 81.00 um.
- The count of library flops with an enable pin reads 0.
- The cell count after synthesis came out at 222.
- In this run, post-CTS repair resized a total of 0 instances.
- Once layout is complete, the utilization of the core stands at 0.5296.
- The minimum clock period reads 3.952 ns.
- In the layout the commonest cells are 48 x clkdlybuf4s50_1, 40 x dfrtp_1, 16 x dfstp_2.
- The average size of a mapped cell reads 11.24 um2.
- Counting only logic cells after layout, the most numerous master is clkdlybuf4s50_1.
- The delay of the slowest cell on the worst path reads 0.60 ns.
- The number of standard cells in the final layout excluding fillers reads 341.
- The power report attributes to the combinational group a share of 0.046.
- Per the detailed-route log, wirelength across all metal layers totals 4775 um.
- The number of antenna diodes reads 0.
- The number of placed instances, taps included is 333.
- The script extracted a total leakage power of 0.001285 uW.
- The power density of the placed cells reads 264.1 nW/um2.
- The post-detailed-route DRC marker count is 0.
- The net switching power is 162.1 uW.
- After legalization and detailed placement, the total HPWL measured 3326 um.
- The transition time recorded at the tightest slew-check pin is 0.8799 ns.
- The internal portion of the total power is 670.9 uW.
- The data required time of the critical path reads 3.76 ns.
- The total number of vias is 1,742.
- The total setup violations reported at the end of the flow reads 0.
- The final period utilization reads 0.8409.
- The startpoint class of the critical path reads a flop.
- The global-route wire length before repair reads 7914 um.
- The reg-to-reg setup timing slack is 3.31 ns.
- The CTS root buffer is clkbuf_8.
- The tightest min-delay check is of the flop to flop type.
- The chip area line in the Yosys stat output reads 2496 um2.
- The post-synthesis cell area reads 2496 um2.
- The run finished with clean final reports.
- The weighted congestion reported at the end of routability-driven placement reads 0.8027.
- The clock skew after layout reads 0.009350 ns.
- In the Yosys report the total cell count is 222.
- The startpoint identified for the worst register-to-register timing path is counter[0].
- The sequential-to-total area share from yosys stat is 0.5694.
- The wire length per cell after detailed routing is 14.00 um.
- Per the slew report, the remaining headroom to the max-slew limit stands at 0.4134.
- The chip area reads 6560 um2.
- The placeable core region reads 5956 um2.
- The largest driver fanout on the critical path is 11.
- Per the timing report, the most critical flop-to-flop path finishes at counter[12].
- Entering global routing, the biggest net connects 57 pins.
- For this configuration, the core starts out at a cell density of 0.4191.
- The aggregate negative setup slack reads 0 ns.
- The path type of the worst setup path reads flop to output pin.
- The number of post-CTS setup repair buffers is 0.
- The TritonCTS clock tree is yes.
- The share of flip-flops with an asynchronous set or reset reads 1.000.
- In this run the tool buffered the top-level ports with 48 buffer cells.
- The switching power share of the total is 0.1946.
- The residual antenna-violating net count after detailed routing is 0.
- The number of unconstrained endpoints reads 16.
- The number of hold-repair buffers added at the cts stage reads 0.
- The start point of the worst min-delay path reads counter[0].
- The initial antenna violation count is 0.
- The maximum frequency from static timing analysis reads 253.0 MHz.
- The clock-pin transition on the worst setup and hold timing paths reads 0.10 ns.
- The slowest stage of the critical path belongs to the cell or4b_1.
- The share of cells above drive strength 1 is 0.1504.
- No sink is reached through more buffers than the 2 on the longest clock path.
- The fraction of power consumed by sequential logic is 0.524.
- The number of detailed-routing iterations run before antenna repair reads 4.
- After detailed routing, the number of vias per cell comes to 5.109.
- In this run the critical path is formed by nor4bb_1, a311oi_1, o32ai_1, o221ai_1, or4b_1, o211ai_1, clkdlybuf4s50_1.
- The buffering stage count on the worst path with inverters included reads 1.
==> power groups by stage <==
stage	clock, uW	combinational (uW)	sequential (uW)
6_report	358	38.4	436
5_1_grt	387	42.7	438
4_1_cts	368	39.9	437
==> metrics by stage <==
step | setup WS, ns | power (uW)
floorplan | 1.996 | 450.6
global placement | 1.152 | 483.6
detailed placement | 1.114 | 483.5
CTS | 0.7411 | 844.1
global route | 0.5071 | 867.2
finish | 0.7478 | 833.0
==> registers in the layout, summed over array words and instances, names as in the netlist <==
register	count
counter	16
ring	8
DIGIT1	4
DIGIT2	4
DIGIT3	4
DIGIT4	4
DIGIT5	4
DIGIT6	4
DIGIT7	4
DIGIT8	4
==> worst max-delay path by stage <==
stage | start | end
after CTS | DIGIT8[1] | seg[3]
after global routing | DIGIT8[1] | seg[3]
final | DIGIT8[1] | seg[3]
==> layout make-up <==
type                       instances  area [um2]
inverter                          14       52.55
fill                             546        2801
tap                               75       93.84
sequential                        56        1421
clock buffer                       5       68.82
multi-input combinational        139       960.9
clock inverter                     3       68.82
timing repair buffer              49       488.0
==> kinds of logic after synthesis <==
logic type	after synthesis	share of synthesized area
simple gates	79	0.1920
flops	56	0.5694
compound gates	39	0.1183
buf+inv	27	0.04561
xor+xnor	17	0.05965
fa+ha+maj	2	0.009523
other cells	1	0.001502
mux	1	0.004010
==> layer usage <==
metal / vias up / GRT usage / share of wire
met5: - / 0 / 0
met2: 41 / 0.2319 / 0.44
met3: 2 / 0.03763 / 0.049
met1: 823 / 0.2856 / 0.50
met4: 0 / 0.01250 / 0.0048
li1: 876 / - / -
==> cell usage after synthesis (2+ instances only) <==
| cell | number | area [um2] |
|---|---|---|
| nor2_1 | 14 | 52.55 |
| xnor2_1 | 12 | 105.1 |
| a21oi_1 | 7 | 35.03 |
| nand4_1 | 5 | 31.28 |
| nand3b_1 | 8 | 60.06 |
| o221a_2 | 2 | 22.52 |
| o22ai_1 | 2 | 12.51 |
| nand3_1 | 6 | 30.03 |
| a32oi_1 | 3 | 26.28 |
| o21ai_0 | 6 | 30.03 |
| clkbuf_1 | 7 | 26.28 |
| a211oi_1 | 3 | 22.52 |
| o32ai_1 | 3 | 26.28 |
| xor2_1 | 5 | 43.79 |
| and3_1 | 2 | 12.51 |
| nand2_1 | 13 | 48.80 |
| or4_1 | 2 | 15.01 |
| buf_2 | 4 | 20.02 |
| inv_1 | 14 | 52.55 |
| nand2b_1 | 3 | 18.77 |
| nor4_1 | 4 | 25.02 |
| and3b_1 | 3 | 26.28 |
| dfstp_2 | 16 | 420.4 |
| or3b_2 | 6 | 52.55 |
| o211ai_1 | 2 | 15.01 |
| dfrtp_1 | 40 | 1001 |
| buf_4 | 2 | 15.01 |
Power is estimated from default activity; no workload was simulated.
